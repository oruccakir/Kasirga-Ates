## flow/config.mk

```make
export PLATFORM = sky130hd
export DESIGN_NAME = main_memory_controller
export DESIGN_NICKNAME = main_memory_controller
export VERILOG_FILES = /design/flow/design.v
export SDC_FILE = /design/flow/constraint.sdc
export NUM_CORES = 4
export LEC_CHECK = 1
export CORE_AREA = 10 10 72 72
export DIE_AREA = 0 0 82 82
```

## flow/constraint.sdc

```tcl
current_design main_memory_controller

set clk_period 1.7
set clk_io_pct 0.2

create_clock -name clk0 -period $clk_period [get_ports {clk_i}]

set non_clock_inputs [all_inputs -no_clocks]
set_input_delay [expr $clk_period * $clk_io_pct] -clock clk0 $non_clock_inputs
set_output_delay [expr $clk_period * $clk_io_pct] -clock clk0 [all_outputs]
```

## flow/design.v

```verilog
`timescale 1ns / 1ps
module main_memory_controller(
    input                                   clk_i,
    input                                   rst_i,
    input       [32-1:0]                     denetleyici_okuma_istek_adres_i,  
    input                                                   denetleyici_okuma_istek_gecerli_i,  
    output      [128-1:0]                      denetleyici_okuma_veri_blok_o,  
    output                                                  denetleyici_okuma_istek_hazir_o  
    );
    reg [128-1:0] BELLEK [3:0];
    initial begin
        BELLEK[0] = {32'h15ef0e93, 32'h40360f33, 32'h008381b3, 32'h00940633};
        BELLEK[1] = {32'h0235cb33, 32'h03158ab3, 32'h003589b3, 32'h40c288b3};
        BELLEK[2] = {32'h016586b3, 32'h06cfa223, 32'h025185b3, 32'h02897cb3};
        BELLEK[3] = {32'h00001f37, 32'h073fa423, 32'h016586b3, 32'h000fae03};
    end
    localparam BOSTA = 'd0;
    localparam BEKLETME1 = 'd1;
    localparam BEKLETME2 = 'd2;
    localparam YANIT_VER = 'd3;
    reg [1:0] simdiki_durum = BOSTA;
    reg [1:0] sonraki_durum;
    reg [128-1:0] veri;
    always @(posedge clk_i) begin
        if(rst_i) begin
           simdiki_durum <= BOSTA; 
        end
        else begin
           simdiki_durum <= sonraki_durum;
        end
    end
    always @(*) begin 
        case(simdiki_durum)
            BOSTA: begin
                if(denetleyici_okuma_istek_gecerli_i) begin
                    sonraki_durum = BEKLETME1;
                end
                else begin
                    sonraki_durum = BOSTA;
                end
            end
            BEKLETME1: begin
            sonraki_durum = BEKLETME2;
            end
            BEKLETME2: begin
            sonraki_durum = YANIT_VER;
            end
            YANIT_VER: begin
               veri = BELLEK[denetleyici_okuma_istek_adres_i[31:4]];
               sonraki_durum = BOSTA;
            end
        endcase
    end
    assign denetleyici_okuma_veri_blok_o = veri;
    assign denetleyici_okuma_istek_hazir_o = (simdiki_durum == YANIT_VER);
endmodule
```

## flow/run.sh

```bash
#!/bin/bash
# OpenROAD 26Q1-2900-gdf79404cd8, Yosys 0.63+post, stock flow scripts
make -C /OpenROAD-flow-scripts/flow DESIGN_CONFIG=/design/flow/config.mk WORK_HOME=/design/flow/orfs finish
```

==> results.sh <==
# yosys + openroad results
export IMPL_status="finished clean"
export IMPL_synthFlopType="dlxtp_1"
export IMPL_rr_endpoint="simdiki_durum[0]"
export IMPL_synthAdderAreaFrac_pct=11.3
export IMPL_htreeDepth=1
export IMPL_die_h_um=82
export IMPL_critPathRequiredTime_ns=1.36
export IMPL_synthXorXnorAreaFrac_pct=0
export IMPL_drt_pre_antenna_iters=2
export IMPL_ys_ff=16
export IMPL_p_int_uw=247
export IMPL_grt_setup_unrepaired="false"
export IMPL_fp_dieW_um=82
export IMPL_syn_inst=157
export IMPL_clock_fmax_mhz=650
export IMPL_seqPwrFrac_pct=22.4
export IMPL_peakVddDrop_mv=0.380
export IMPL_untimed_endpoints=85
export IMPL_unclocked_regs=14
export IMPL_grt_overflow=0
export IMPL_logic_area_um2=390
export IMPL_clock_path_buffers=2
export IMPL_cp_arrival_ns=1.20
export IMPL_core_area_um2=3690
export IMPL_area_growth_pct=16.1
export IMPL_warnings=65
export IMPL_r2r_start="simdiki_durum[0]"
export IMPL_grt_antenna_before_repair=0
export IMPL_netlist_area_um2=1320
export IMPL_fin_tns_setup_ns=0
export IMPL_hold_viol=0
export IMPL_ys_warn_count=1
export IMPL_p_per_area_nw_per_um2=211
export IMPL_hpwlAfterDp_um=2550
export IMPL_whs_path_depth=3
export IMPL_drcViolationCount=0
export IMPL_crit_fanout=4
export IMPL_place_inst=222
export IMPL_start_kind="flop"
export IMPL_critical_path_endpoint_type="output pin"
export IMPL_fp_util_pct=35.9
export IMPL_synth_distinct_cells=10
export IMPL_power_frac_clock_pct=58.1
export IMPL_yosys_top_cells_count="buf_4, dlxtp_1, ha_1, inv_1"
export IMPL_grt_pass1_vias=738
export IMPL_hold_path_endpoint="simdiki_durum[1]"
export IMPL_critPathKind="reg -> out"
export IMPL_fillers=371
export IMPL_min_path_type="reg -> reg"
export IMPL_cts_tree="built"
export IMPL_ys_sh_aoi_pct=0
export IMPL_async_flop_share_pct=0
export IMPL_seqCellArea_um2=250
export IMPL_chipArea_um2=6720
export IMPL_portBuffers=76
export IMPL_via_per_inst=3.07
export IMPL_edf_count=0
export IMPL_io_pins=164
export IMPL_drtIter0Drc=11
export IMPL_cap_violations=0
export IMPL_p_leak_nw=0.770
export IMPL_finish_utilization_pct=41.7
export IMPL_ff2ff_path_depth=4
export IMPL_ctsHoldBuffers=0
export IMPL_ys_cells=157
export IMPL_row_count=22
export IMPL_combinationalPowerShare_pct=19.5
export IMPL_finClkSkew_ns=0.000274
export IMPL_n_antenna_cell=0
export IMPL_logic_family="buffers and inverters"
export IMPL_cts_buffers=3
export IMPL_ys_area_um2=1320
export IMPL_min_from="simdiki_durum[1]"
export IMPL_synth_top_area_share_pct=64.7
export IMPL_vias=691
export IMPL_wire_per_inst_um=12.3
export IMPL_grt_pass1_wl_um=3620
export IMPL_topCellsByArea="buf_4, dlxtp_1, ha_1, dfxtp_1, inv_1"
export IMPL_period_used_pct=90.5
export IMPL_cts_resized=0
export IMPL_clk_latency_ns=0.21
export IMPL_mux_share_pct=0.756
export IMPL_grt_start_max_net_pins=15
export IMPL_p_switching_uw=77.7
export IMPL_yosysTopAreaCell="buf_4"
export IMPL_root_buffer="clkbuf_8"
export IMPL_drv_slew=0
export IMPL_simple_gate_share_pct=1.23
export IMPL_gp_congestion=0.702
export IMPL_clk_pin_slew_worst_paths_ns=0.03
export IMPL_drive_above_1_share_pct=1.69
export IMPL_synth_dominant_cell_count="buf_4"
export IMPL_period_needed_ns=1.54
export IMPL_sw_frac_of_total_pct=24.0
export IMPL_setup_viol=0
export IMPL_wirelength_um=2780
export IMPL_post_cts_buffers=0
export IMPL_avgSynthCellArea_um2=8.43
export IMPL_grt_total_usage_pct=6.61
export IMPL_ant_nets=0
export IMPL_r2r_setup_slack_ns=0.76
export IMPL_finalNonFillerCells=225
worst max-delay path, cell delays in order (launching register included):
cell	delay, ns
dfxtp_1	0.36
ha_1	0.15
clkdlybuf4s50_1	0.48
metal layers:
layer	track usage (%)	wire length, µm
met1	5.66	814
met2	13.7	1490
met3	2.86	454
met4	0.850	14
met5	0	0
area by class of cell:
class	count	area share, %
Inverter	9	2.20
Multi-Input combinational cell	73	25.4
Sequential cell	16	16.3
Tap cell	48	3.91
Clock buffer	3	2.69
Timing Repair Buffer	76	49.5
registers in the layout, summed over array words and instances, names as in the netlist:
| name | count |
|---|---|
| simdiki_durum | 2 |
| veri | 14 |
placed cells by master (no fill, tap or decap), drive strengths merged, types with 2 or more instances in the layout:
master / instances
ha: 12
dlxtp: 14
conb: 57
clkbuf: 3
clkdlybuf4s50: 76
dfxtp: 2
inv: 9
cell families (layout without fill, tap and decap cells):
logic type,after synthesis,in the layout
muxes,1,1
other,2,57
latches,14,14
and+or+nand+nor,3,3
adders and majority gates,12,12
DFF,2,2
buffers and inverters,123,88
worst max-delay path by stage:
stage	slack (ns)	cells past startpoint	from	endpoint
5_1_grt	0.08	2	simdiki_durum[1]	denetleyici_okuma_istek_hazir_o
4_1_cts	0.14	2	simdiki_durum[1]	denetleyici_okuma_istek_hazir_o
6_report	0.16	2	simdiki_durum[1]	denetleyici_okuma_istek_hazir_o
per-stage QoR:
stage	setup slack (ns)	total power [mW]	instance area (µm²)	hold WS, ns
4_1_cts	0.141	0.338	1540	0.641
6_report	0.162	0.324	1540	0.630
3_3_place_gp	0.364	0.143	1500	0.645
3_5_place_dp	0.365	0.142	1500	0.634
2_1_floorplan	0.815	0.197	1530	0.412
5_1_grt	0.0756	0.352	1540	0.681
power by group through the flow:
| stage | sequential [mW] | clock, mW | combinational (mW) |
|---|---|---|---|
| CTS | 0.0727 | 0.196 | 0.0697 |
| global route | 0.0736 | 0.196 | 0.0819 |
| finish | 0.0725 | 0.188 | 0.0633 |
Power and IR drop assume default switching activity.
